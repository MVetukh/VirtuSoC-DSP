--- flow/config.mk ---
export PLATFORM = sky130hd
export DESIGN_NAME = iir_biquad
export DESIGN_NICKNAME = iir_biquad
export VERILOG_FILES = /design/flow/design.v
export SDC_FILE = /design/flow/constraint.sdc
export NUM_CORES = 4
export LEC_CHECK = 1
export CORE_UTILIZATION = 30
--- flow/run.sh ---
#!/bin/bash
# OpenROAD 26Q1-2900-gdf79404cd8, Yosys 0.63+post, stock flow scripts
make -C /OpenROAD-flow-scripts/flow DESIGN_CONFIG=/design/flow/config.mk WORK_HOME=/design/flow/orfs finish
--- flow/design.v ---
`timescale 1ns/1ps
module iir_biquad #(
  parameter integer DATA_WIDTH = 16,    
  parameter integer COEFF_WIDTH = 16,
  parameter integer ACC_WIDTH = 48
)(
  input  wire clk,
  input  wire rstn,
  input  wire signed [DATA_WIDTH-1:0] s_tdata,
  input  wire s_tvalid,
  output wire s_tready,
  output reg signed [DATA_WIDTH-1:0] m_tdata,
  output reg m_tvalid,
  input  wire m_tready,
  input  wire coeff_wr,  
  input  wire [2:0] coeff_id,  
  input  wire signed [COEFF_WIDTH-1:0] coeff_w
);
  reg signed [COEFF_WIDTH-1:0] b0, b1, b2, a1, a2;
  always @(posedge clk) begin
    if (!rstn) begin
      b0 <= 0; b1 <= 0; b2 <= 0; a1 <= 0; a2 <= 0;
    end else if (coeff_wr) begin
      case (coeff_id)
        3'd0: b0 <= coeff_w;
        3'd1: b1 <= coeff_w;
        3'd2: b2 <= coeff_w;
        3'd3: a1 <= coeff_w;
        3'd4: a2 <= coeff_w;
      endcase
    end
  end
  reg signed [ACC_WIDTH-1:0] d1, d2;
  wire signed [DATA_WIDTH+COEFF_WIDTH-1:0] m_b0 = s_tdata * b0;
  wire signed [DATA_WIDTH+COEFF_WIDTH-1:0] m_b1 = s_tdata * b1;
  wire signed [DATA_WIDTH+COEFF_WIDTH-1:0] m_b2 = s_tdata * b2;
  localparam integer SHIFT = COEFF_WIDTH;
  wire signed [ACC_WIDTH-1:0] b0_x = {{(ACC_WIDTH-(DATA_WIDTH+COEFF_WIDTH)){m_b0[DATA_WIDTH+COEFF_WIDTH-1]}}, m_b0} >>> SHIFT;
  wire signed [ACC_WIDTH-1:0] y_ext = b0_x + d1;  
  wire signed [DATA_WIDTH-1:0] y_out = y_ext[DATA_WIDTH-1:0];  
  wire signed [DATA_WIDTH+COEFF_WIDTH-1:0] y_mul_a1 = y_out * a1;
  wire signed [DATA_WIDTH+COEFF_WIDTH-1:0] y_mul_a2 = y_out * a2;
  wire signed [ACC_WIDTH-1:0] y_a1 = {{(ACC_WIDTH-(DATA_WIDTH+COEFF_WIDTH)){y_mul_a1[DATA_WIDTH+COEFF_WIDTH-1]}}, y_mul_a1} >>> SHIFT;
  wire signed [ACC_WIDTH-1:0] y_a2 = {{(ACC_WIDTH-(DATA_WIDTH+COEFF_WIDTH)){y_mul_a2[DATA_WIDTH+COEFF_WIDTH-1]}}, y_mul_a2} >>> SHIFT;
  wire signed [ACC_WIDTH-1:0] b1_x = {{(ACC_WIDTH-(DATA_WIDTH+COEFF_WIDTH)){m_b1[DATA_WIDTH+COEFF_WIDTH-1]}}, m_b1} >>> SHIFT;
  wire signed [ACC_WIDTH-1:0] b2_x = {{(ACC_WIDTH-(DATA_WIDTH+COEFF_WIDTH)){m_b2[DATA_WIDTH+COEFF_WIDTH-1]}}, m_b2} >>> SHIFT;
  wire signed [ACC_WIDTH-1:0] d1_next = b1_x + y_a1 + d2;
  wire signed [ACC_WIDTH-1:0] d2_next = b2_x + y_a2;
  assign s_tready = 1'b1;
  always @(posedge clk) begin
    if (!rstn) begin
      d1 <= 0; d2 <= 0;
      m_tvalid <= 1'b0;
      m_tdata <= 0;
    end else begin
      if (s_tvalid && s_tready) begin
        d1 <= d1_next;
        d2 <= d2_next;
        m_tdata <= y_ext[DATA_WIDTH-1:0];
        m_tvalid <= 1'b1;
      end else if (m_tvalid && m_tready) begin
        m_tvalid <= 1'b0;
      end
    end
  end
endmodule
--- flow/constraint.sdc ---
current_design iir_biquad

set clk_period 45.5
set clk_io_pct 0.2

create_clock -name clk0 -period $clk_period [get_ports {clk}]

set non_clock_inputs [all_inputs -no_clocks]
set_input_delay [expr $clk_period * $clk_io_pct] -clock clk0 $non_clock_inputs
set_output_delay [expr $clk_period * $clk_io_pct] -clock clk0 [all_outputs]
==> qor.csv <==
stage;metric;value;unit
critical_path;Setup crit end;d1[15];
final_timing;RSZ-0062 raised after global routing;false;
clocking;Post-CTS Setup Bufs;0;
logic_synthesis;number of synthesized register bits;129;
logic_synthesis;Synth Cell Area;0.05360;mm^2
critical_path;CP max stage delay;0.68;ns
cells_and_area;Area Overhead vs Synth;6.807;%
logic_synthesis;register area share after synthesis;0.04818;
die;Die H;424.7;um
die;Ports;58;
power;clock power share;0.151;
logic_synthesis;Chip Area, Yosys;0.05360;mm^2
critical_path;Crit path top cell by count;fa_1;
clocking;CTS sink cnt;129;
grt;largest net degree at the start of global routing;52;
power;total design power;0.0009987;W
routing;average wire per standard cell;15.88;um
logic_synthesis;Synth top cells by count;inv_1 (1523), fa_1 (1317), nand2_1 (872);
critical_path;crit start category;primary input;
final_timing;worst hold margin;0.4580;ns
job;OpenROAD warnings;25;
die;Die ar.;0.1804;mm^2
critical_path;FF-to-FF path depth;59;
routing;DRC viols;0;
logic_synthesis;cell type with the largest total area;fa_1;
die;row count;154;
die;Core Area;0.1769;mm^2
routing;DRT iter0 DRCs;1547;
critical_path;crit-path max FO;48;
final_timing;Max Clock Freq;39.61;MHz
routing;Post-Route WL;130.5;mm
clocking;# hold bufs at CTS;0;
critical_path;reg2reg end;d1[15];
critical_path;CP Data Arrival Time;25.65;ns
placement;IO buf count;56;
logic_synthesis;top cells by area;fa_1 (49%), inv_1 (11%), ha_1 (10%);
placement;DP HPWL;106.8;mm
power;Pleak;27.65;nW
final_timing;slew of the pin with the lowest slew margin;0.8763;ns
power;IR drop worst, VDD;0.03826;mV
job;Max-Cap Viols;0;
logic_synthesis;Synth top cell by count;inv_1;
power;Sequential Power Share;0.149;
cells_and_area;layout cells sized above 1;0.02636;
cells_and_area;filler cell count;18030;
logic_synthesis;ys cells;5990;
cells_and_area;Layout Cells excl Fill;8222;
grt;number of antenna violations at the first check in global routing;5;
routing;drt via density;4.490;
critical_path;Setup crit start;s_tdata[9];
final_timing;Final Setup Violations;0;
logic_synthesis;Top cell area share;0.4919;
die;Init Core Util;0.3030;
placement;gpl congestion;0.9278;
final_timing;clock tree skew after final layout;0.02198;ns
power;internal power;0.0004551;W
critical_path;Slowest-stage cell, CP;a2111oi_0;
critical_path;Critical R2R Launch;b0[1];
clocking;CTS Buffer Depth;2;
routing;via count;36920;
final_timing;setup TNS;0;ns
logic_synthesis;ys async rst share;0;
logic_synthesis;syn avg cell area;8.948;um^2
final_timing;Final Critical Period;25.25;ns
clocking;Num CTS Buffers;17;
logic_synthesis;Synth Flop Type;dfxtp_1;
logic_synthesis;post-synthesis cell count;5990;
power;power share of the combinational group;0.700;
logic_synthesis;EDFF count, synth;0;
clocking;H-tree depth;4;
die;Die X;424.7;um
power;net switching power;0.0005435;W
clocking;CTS tree;done;
power;Pwr Density;17.44;mW/mm^2
final_timing;Pins Over Slew Limit;0;
grt;global route overflow;0;
grt;vias in the first global route;40120;
clocking;cts repair resizes;0;
routing;First-pass DRT Iterations;5;
critical_path;crit end category;register;
logic_synthesis;Yosys Warn Count;1;
final_timing;max-slew headroom at the worst pin;0.4116;
critical_path;r2r setup slk;28.58;ns
grt;GRT Util Overall;0.1618;
final_timing;Tcrit/Tclk final;0.5548;
critical_path;Critical Path RT;45.91;ns
power;Switching Share;0.5442;
grt;first-pass GRT wire length;218.8;mm
worst_hold_path;HP Class;register to register;
placement;total placed cells including tap cells;8188;
clocking;clock latency (worst-skew pair);0.52;ns
critical_path;CP Class;primary input to register;
routing;DRT antenna net count;0;
logic_synthesis;Cell Type Count;68;
final_timing;Final Hold Fails;0;
outcome;status;finished, final reports clean;
clocking;clock root buffer;clkbuf_16;
clocking;clk slew on worst S/H paths;0.07;ns
==> cells by family (layout without fill, tap and decap cells) <==
logic type,after synthesis,count (layout),synth area share
adders and majority gates,1762,1762,0.5957
muxes,35,35,0.006606
and+or+nand+nor,1746,1746,0.1556
xor gates and xnor gates,161,161,0.02645
other,1,3,0.00006996
buffers and inverters,1796,1686,0.1260
AOI/OAI and AO/OA,360,360,0.04150
DFF,129,129,0.04818
==> worst min-delay path by stage <==
stage	from	end	slack (ns)	cells after the start
after CTS	a1[9]	a1[9]	0.46	2
after global routing	a1[8]	a1[8]	0.47	2
final	a1[9]	a1[9]	0.46	2
==> per-layer routing <==
metal / vias up / share of wire / track usage / wire length, um
met2: 1116 / 0.46 / 0.2472 / 60230
li1: 17080 / - / - / -
met1: 18600 / 0.41 / 0.2172 / 53570
met5: - / 0.00010 / 0 / 13
met4: 2 / 0.018 / 0.02503 / 2346
met3: 120 / 0.11 / 0.07821 / 14380
==> state kept, by name, summed over array words and instances (netlist names) <==
signal    count
m_tdata      16
a2           16
b1           16
b0           16
a1           16
b2           16
m_tvalid      1
d2           16
d1           16
==> cells in the final DEF, fill, tap and decap left out, types with 5 or more instances in the layout <==
cell / synthesis / routed
a21boi_0: 5 / 5
xnor2_2: 1 / 8
a31oi_1: 7 / 7
clkdlybuf4s50_1: 0 / 39
nor2b_1: 16 / 16
or2_2: 7 / 7
a211oi_1: 12 / 12
fa_1: 1317 / 1317
clkbuf_16: 0 / 17
o21ai_0: 51 / 51
nand2b_1: 56 / 56
inv_1: 1523 / 1523
and3_1: 20 / 20
nand3_1: 28 / 28
clkinv_4: 0 / 5
xnor2_1: 120 / 112
a21oi_1: 168 / 168
buf_2: 4 / 16
ha_1: 443 / 443
and2_1: 551 / 551
or3_1: 8 / 8
buf_4: 1 / 73
o2111ai_1: 5 / 5
nand2_1: 872 / 872
dfxtp_1: 129 / 129
o21a_1: 22 / 22
a21o_1: 38 / 38
o211ai_1: 11 / 11
nand4_1: 12 / 12
mux2i_1: 32 / 32
xor2_1: 40 / 36
nor3_1: 33 / 33
nor2_1: 135 / 134
==> worst max-delay path, delay by kind of cell <==
family,cells,cell delay (ns)
AOI/OAI and AO/OA,22,5.19
buffers and inverters,9,1.28
and+or+nand+nor,7,1.20
xor gates and xnor gates,5,0.83
adders and majority gates,18,7.96
==> power by group through the flow <==
stage,Combinational (W),Clock [W],Sequential [W]
CTS,0.000706,0.000156,0.000149
global route,0.000790,0.000160,0.000151
finish,0.000699,0.000151,0.000149
==> layout make-up <==
cell class	instances	area (um^2)	share of cell area
Inverter	1525	5727	0.1000
Tap cell	2340	2928	0.05114
Clock inverter	14	173.9	0.003038
Sequential cell	129	2582	0.04511
Clock buffer	18	439.2	0.007671
Timing Repair Buffer	129	1023	0.01788
Antenna cell	2	5.005	0.00008742
Multi-Input combinational cell	4065	44370	0.7750
==> per-stage QoR <==
| stage | util | instance area, um^2 | setup slack [ns] |
|---|---|---|---|
| final | 0.3237 | 57250 | 20.25 |
| after CTS | 0.3236 | 57240 | 20.25 |
| after floorplan | - | 53600 | 21.62 |
| after global routing | 0.3237 | 57250 | 19.33 |
| after global placement | 0.3202 | 56630 | 19.81 |
| after detailed placement | 0.3202 | 56630 | 19.69 |
Power is estimated from default activity; no workload was simulated.
